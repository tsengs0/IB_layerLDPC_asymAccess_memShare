--- design.v ---
package ibRAM_config_pkg;
localparam Q3_BI1_BANK_INTERLEAVE_TYPE = 0;  
localparam Q3_BI1_BANK_INTERLEAVE_NUM = 2;  
localparam Q3_BI1_ADDR_WIDTH = 6;  
localparam Q3_BI1_BANK_ADDR_WIDTH = 1;  
localparam Q3_BI1_PAGE_ADDR_WIDTH = 5;  
localparam Q3_BI1_PAGE_SIZE = 4;
localparam Q3_BI1_WDATA_SIZE = 8;  
localparam Q3_BI1_PAGE_NUM = 32;
localparam Q3_BI1_ASYNC_RD_EN = 1;  
localparam Q4_BI2_BANK_INTERLEAVE_TYPE = 0;  
localparam Q4_BI2_BANK_INTERLEAVE_NUM = 2;  
localparam Q4_BI2_ADDR_WIDTH = 6;  
localparam Q4_BI2_BANK_ADDR_WIDTH = 1;  
localparam Q4_BI2_PAGE_ADDR_WIDTH = 5;  
localparam Q4_BI2_PAGE_SIZE = 4;
localparam Q4_BI2_WDATA_SIZE = 8;  
localparam Q4_BI2_PAGE_NUM = 32;
localparam Q4_BI2_ASYNC_RD_EN = 1;  
localparam Q4_BI4_BANK_INTERLEAVE_TYPE = 0;  
localparam Q4_BI4_BANK_INTERLEAVE_NUM = 4;  
localparam Q4_BI4_ADDR_WIDTH = 8;  
localparam Q4_BI4_BANK_ADDR_WIDTH = 2;  
localparam Q4_BI4_PAGE_ADDR_WIDTH = 6;  
localparam Q4_BI4_PAGE_SIZE = 4;
localparam Q4_BI4_WDATA_SIZE = 16;  
localparam Q4_BI4_PAGE_NUM = 64;
localparam Q4_BI4_ASYNC_RD_EN = 1;  
endpackage
package msgPass_config_pkg;
localparam MSGPASS_BUFF_ADDR_WIDTH = 7;  
localparam MSGPASS_BUFF_RDATA_WIDTH = 3*5;  
localparam MSGPASS_BUFF_DEPTH = 2**MSGPASS_BUFF_ADDR_WIDTH;  
localparam INCREMENT_SRC_NUM = 2;
localparam INCREMENT_SRC_SEL_WIDTH = $clog2(INCREMENT_SRC_NUM);
endpackage: msgPass_config_pkg
interface cumulative_shift_gen_if #(
    parameter SHIFT_WIDTH,
    parameter REF_WIDTH
);
logic [SHIFT_WIDTH-1:0] cumulative_shift_o;
logic [SHIFT_WIDTH-1:0] shift_i;
logic  [REF_WIDTH-1:0] directRef_reconfig_i;  
logic [REF_WIDTH-1:0] leqRef_reconfig_i;  
logic sys_clk;
logic rstn;
modport design (output cumulative_shift_o, input shift_i, directRef_reconfig_i, leqRef_reconfig_i, sys_clk, rstn);
endinterface
module reconfig_sp_sram #(
    parameter ADDR_BITWIDTH = 6,
    parameter PAGE_SIZE = 4,
    parameter PAGE_NUM = 64,
    parameter ASYNC_RD_EN = 1  
) (
    output logic [PAGE_SIZE-1:0] rdata_o,
    input logic [PAGE_SIZE-1:0] wdata_i,
    input logic [ADDR_BITWIDTH-1:0] access_addr_i,
    input logic wen_n_i,  
    input logic sys_clk,
    input rstn  
);
(* ram_style = "distributed" *) reg [PAGE_SIZE-1:0] mem [0:PAGE_NUM-1];
generate;
if(ASYNC_RD_EN==1) begin
    assign rdata_o[PAGE_SIZE-1:0] = mem[ access_addr_i[ADDR_BITWIDTH-1:0] ];
end
else begin
    always @(posedge sys_clk) begin
        if(!rstn) rdata_o[PAGE_SIZE-1:0] <= 0;
        else rdata_o[PAGE_SIZE-1:0] <= mem[ access_addr_i[ADDR_BITWIDTH-1:0] ];
    end
end
endgenerate
always @(posedge sys_clk) begin
    if(!wen_n_i) mem[ access_addr_i[ADDR_BITWIDTH-1:0] ] <= wdata_i[PAGE_SIZE-1:0];
end
endmodule
module reconfig_sp_sram_multibank4 #(
    parameter BANK_INTERLEAVE_TYPE = 0,  
    parameter BANK_INTERLEAVE_NUM = 4,  
    parameter ADDR_WIDTH = 8,  
    parameter BANK_ADDR_WIDTH = $clog2(BANK_INTERLEAVE_NUM),
    parameter PAGE_ADDR_WIDTH = ADDR_WIDTH-BANK_ADDR_WIDTH,
    parameter PAGE_SIZE = 4,
    parameter WDATA_SIZE = PAGE_SIZE*BANK_INTERLEAVE_NUM,
    parameter PAGE_NUM = 64,
    parameter ASYNC_RD_EN = 1  
)(
    output logic [PAGE_SIZE-1:0] rdata_o,
    input logic [WDATA_SIZE-1:0] wdata_i,
    input logic [ADDR_WIDTH-1:0] access_addr_i,  
    input logic wen_n_i,  
    input logic sys_clk,
    input logic rstn
);
logic [BANK_ADDR_WIDTH-1:0] bank_addr_net;
logic [PAGE_ADDR_WIDTH-1:0] page_addr_net;
logic [PAGE_SIZE-1:0] rdata_bank [0:BANK_INTERLEAVE_NUM-1];
logic [PAGE_SIZE-1:0] wdata_bank [0:BANK_INTERLEAVE_NUM-1];
genvar bank_id;
generate;
if(BANK_INTERLEAVE_TYPE==0) begin  
    for(bank_id=0; bank_id<BANK_INTERLEAVE_NUM; bank_id=bank_id+1) begin: sp_sram_bank
        reconfig_sp_sram # (
            .ADDR_BITWIDTH(PAGE_ADDR_WIDTH),
            .PAGE_SIZE(PAGE_SIZE),
            .PAGE_NUM(PAGE_NUM),
            .ASYNC_RD_EN(ASYNC_RD_EN)
        ) sp_sram (
            .rdata_o(rdata_bank[bank_id]),
            .wdata_i(wdata_bank[bank_id]),
            .access_addr_i(page_addr_net[PAGE_ADDR_WIDTH-1:0]),
            .wen_n_i(wen_n_i),
            .sys_clk(sys_clk),
            .rstn(rstn)
        );
        assign wdata_bank[bank_id] = wdata_i[(bank_id+1)*PAGE_SIZE-1:bank_id*PAGE_SIZE];
    end
    assign bank_addr_net = access_addr_i[ADDR_WIDTH-1:ADDR_WIDTH-BANK_ADDR_WIDTH];
    assign page_addr_net[PAGE_ADDR_WIDTH-1:0] = access_addr_i[ADDR_WIDTH-BANK_ADDR_WIDTH-1:0];
end
else begin  
    for(bank_id=0; bank_id<BANK_INTERLEAVE_NUM; bank_id=bank_id+1) begin: sp_sram_bank
        reconfig_sp_sram # (
            .ADDR_BITWIDTH(PAGE_ADDR_WIDTH),
            .PAGE_SIZE(PAGE_SIZE),
            .PAGE_NUM(PAGE_NUM),
            .ASYNC_RD_EN(ASYNC_RD_EN)
        ) sp_sram (
            .rdata_o(rdata_bank[bank_id]),
            .wdata_i(wdata_bank[bank_id]),
            .access_addr_i(page_addr_net[PAGE_ADDR_WIDTH-1:0]),
            .wen_n_i(wen_n_i),
            .sys_clk(sys_clk),
            .rstn(rstn)
        );
        assign wdata_bank[bank_id] = wdata_i[(bank_id+1)*PAGE_SIZE-1:bank_id*PAGE_SIZE];
    end
    assign bank_addr_net = access_addr_i[BANK_ADDR_WIDTH-1:0];
    assign page_addr_net[PAGE_ADDR_WIDTH-1:0] = access_addr_i[ADDR_WIDTH-1:BANK_ADDR_WIDTH];
end
endgenerate
always_comb begin: bank_rdata_mux
    case(bank_addr_net[BANK_ADDR_WIDTH-1:0])
        2'b00: rdata_o[PAGE_SIZE-1:0] = rdata_bank[0];
        2'b01: rdata_o[PAGE_SIZE-1:0] = rdata_bank[1];
        2'b10: rdata_o[PAGE_SIZE-1:0] = rdata_bank[2];
        2'b11: rdata_o[PAGE_SIZE-1:0] = rdata_bank[3];
        default: rdata_o[PAGE_SIZE-1:0] = {(PAGE_SIZE){1'bx}};
    endcase
end
endmodule
--- run.sh ---
#!/bin/bash
# OpenROAD 26Q1-2900-gdf79404cd8, Yosys 0.63+post, stock flow scripts
make -C /OpenROAD-flow-scripts/flow DESIGN_CONFIG=/design/flow/config.mk WORK_HOME=/design/flow/orfs finish
--- config.mk ---
export PLATFORM = sky130hd
export DESIGN_NAME = reconfig_sp_sram_multibank4
export DESIGN_NICKNAME = reconfig_sp_sram_multibank4
export VERILOG_FILES = /design/flow/design.v
export SDC_FILE = /design/flow/constraint.sdc
export NUM_CORES = 4
export LEC_CHECK = 1
export CORE_UTILIZATION = 40
--- constraint.sdc ---
current_design reconfig_sp_sram_multibank4

set clk_period 17.0
set clk_io_pct 0.2

create_clock -name clk0 -period $clk_period [get_ports {sys_clk}]

set non_clock_inputs [all_inputs -no_clocks]
set_input_delay [expr $clk_period * $clk_io_pct] -clock clk0 $non_clock_inputs
set_output_delay [expr $clk_period * $clk_io_pct] -clock clk0 [all_outputs]
==> results.cfg <==
; physical design summary
[detailed_routing]
wl_per_cell_um = 30.8
route.antenna.remaining_nets = 0
drt_drc_violations_left = 0
route.vias.total = 21765
drt_pre_antenna_iters = 5
avgViaCountPerCell = 6.03
postRouteWirelength_mm = 111
antenna_cells = 0
drtIter0Drc = 1592

[clock_network]
tritoncts_clock_tree = done
cts-buffers-inserted = 101
cts.repair_timing.setup_buffer_count = 0
post_cts.resized_instances = 0
max-clock-path-buffers = 3
cts_sinks = 1024
cts.root.buffer_cell = clkbuf_16
clkSlewWorstSetupHoldPaths_ns = 0.06
clock_tree.htree_level_count = 3
cts_hold_buffers = 0

[final_layout]
ratio_of_cells_with_drive_above_1_in_the_final_layout = 0.171
layout_top_cells = edfxtp_1, a22oi_1, buf_4
final_area_mm2 = 0.0441
largest_register_ffs = 1024
num-fill-cells = 7763
layout.cells.most_common = edfxtp_1
finish.utilization = 0.463
syn_to_final_growth_pct = 14.5

[die]
chipWidth_um = 312
initial_core_util = 0.405
boundaryPins = 31
std_cell_rows = 113
fp.coreArea_mm2 = 0.0953
die-area_mm2 = 0.0976
floorplan.die.height_um = 312

[critical_path]
crit_chain = buf_4 -> buf_4 -> nor3b_4 -> buf_4 -> buf_4 -> a22oi_1 -> a41oi_1 -> o21ai_0 -> a31o_1 -> nor4_1 -> clkdlybuf4s50_1
setup.worst_path.class = input port to output port
critPathBufInv = 5
worst-path-max-fanout = 49
setup.worst_path.end_class = output port
critPathMaxStageDelay_ns = 0.83
critical_path.most_common_cell = buf_4
crit_arrival_ns = 8.16
critical_path.top_delay_family = buffers and inverters
critical_path.slowest_cell = nor3b_4
worst-endpoint-required_ns = 13.60
cp-start-kind = input port

[sta]
hold_ws_ns = 3.31
timing.setup.tns_ns = 0
setup-violations-final = 0
tightestPinTransition_ns = 0.995
slew_violations = 0
achievable_clock_frequency_mhz = 86.5
rsz_0062_raised_after_global_routing = no
finalHoldViolCount = 0
period_used_share = 0.680
timing.final.crit_period_ns = 11.56
slew_headroom = 0.333

[yosys]
synth-main-ff-cell = edfxtp_1
synth-seq-area-share = 0.798
synth-seq-cells = 1024
synth.cellmix.adderShare = 0
synthDistinctLibCells = 73
syn_area_per_cell_um2 = 18.1
netlist_logic_family_top = AND-OR/OR-AND gates
edf_count = 1024
ys_cells = 2135
synth_xor_xnor_area_share = 0
area_fraction_in_and_or_nand_and_nor_cells = 0.0373
synthesized_area_fraction_occupied_by_ao_oa_aoi_and_oai_cells = 0.117
synth.cell_area_mm2 = 0.0385
mux_area_frac = 0.0289
yosysWarnings = 5
postSynth.asyncResetShare = 0
yosys_area_mm2 = 0.0385
syn_inst = 2135

[min_path]
worst_hold_path_type = input port to register

[global_route]
globalRoute.totalOverflow = 0
vias_in_the_first_global_route = 22992
grt_first_pass_wirelength_mm = 159
track_usage = 0.250
grt_start_max_net_pins = 65
antenna_found_initial = 1

[placement]
detailedPlacementHpwl_mm = 64.0
gp_congestion = 0.964
io_buffer_count = 29
placement.cell_area_mm2 = 0.0409

[power]
power.static_leakage_nw = 13.6
cellPowerDensity_mw_per_mm2 = 119
power.ir.vdd_worst_uv = 75.3

[outcome]
status = finished clean

[run]
cap_violations = 0
log.warning_count = 27
[Yosys cell counts (all sizes together) (5+ instances only)]
cell type | count | area, um^2
or3 | 5 | 31.3
a22oi | 277 | 2080
mux2i | 34 | 340
nor3 | 43 | 231
mux4 | 6 | 135
a21oi | 40 | 200
nand2 | 48 | 180
o21ai | 23 | 115
inv | 13 | 48.8
and3 | 5 | 31.3
and4 | 8 | 70.1
o2bb2ai | 15 | 131
nor2 | 58 | 218
o2111ai | 8 | 70.1
buf | 97 | 499
nand3 | 18 | 90.1
a222oi | 10 | 100
a221o | 9 | 90.1
nand2b | 5 | 31.3
a221oi | 59 | 517
edfxtp | 1024 | 30700
nor4 | 9 | 56.3
a22o | 48 | 420
mux2 | 56 | 638
a41oi | 18 | 158
o211ai | 9 | 67.6
clkbuf | 52 | 195
a31oi | 36 | 225
nor2b | 5 | 31.3
a2111oi | 7 | 61.3
nand4 | 24 | 150
[area by class of cell]
class,count,area [um^2],area share
Inverter,13,48.8,0.00111
Sequential cell,1024,30700,0.697
Clock buffer,131,2730,0.0617
Clock inverter,57,517,0.0117
Timing Repair Buffer,169,1260,0.0287
Tap cell,1265,1580,0.0359
Multi-Input combinational cell,949,7250,0.164
[power by group]
part | leakage (nW) | switching [mW] | internal [mW]
Sequential | 9.21 | 0.00365 | 2.80
Combinational | 2.79 | 0.197 | 0.0679
Clock | 1.57 | 0.906 | 1.27
[per-layer routing]
metal,wire length [um],vias up,track usage
li1,-,9245,-
met2,50600,1593,0.360
met4,3800,10,0.0662
met1,36400,10724,0.292
met3,19900,193,0.200
met5,320,-,0.0285
[per-stage QoR]
stage	setup slack [ns]	power, mW	cells
after floorplan	8.36	2.97	2135
after global placement	5.62	3.11	3420
after detailed placement	5.66	3.11	3420
after CTS	5.62	5.26	3608
after global routing	5.24	5.38	3608
final	5.44	5.24	3608
[final timing paths]
path | startpoint | end | slack (ns) | cells after the start
max | access_addr_i[1] | rdata_o[2] | 5.44 | 11
min | wdata_i[9] | genblk1.sp_sram_bank[2].sp_sram.mem[17][1] | 3.31 | 1
[cell families (layout without fill, tap and decap cells)]
logic type / count (synthesis) / after routing
buffers and inverters: 162 / 370
DFF: 1024 / 1024
and+or+nand+nor: 263 / 263
AOI/OAI and AO/OA: 590 / 590
muxes: 96 / 96
No activity file was given, so power comes from the tool's default toggle rates.
